## design/flow/config.mk

```make
export PLATFORM = sky130hd
export DESIGN_NAME = bit32_RCA
export DESIGN_NICKNAME = bit32_RCA
export VERILOG_FILES = /design/flow/design.v
export SDC_FILE = /design/flow/constraint.sdc
export NUM_CORES = 4
export LEC_CHECK = 1
export CORE_AREA = 10 10 92 92
export DIE_AREA = 0 0 102 102
```

## design/flow/constraint.sdc

```tcl
current_design bit32_RCA

set clk_period 25.0
set clk_io_pct 0.2

create_clock -name clk0 -period $clk_period

set non_clock_inputs [all_inputs -no_clocks]
set_input_delay [expr $clk_period * $clk_io_pct] -clock clk0 $non_clock_inputs
set_output_delay [expr $clk_period * $clk_io_pct] -clock clk0 [all_outputs]
```

## design/flow/design.v

```verilog
module bit1_FA(
	input A, B,
	input Cin,
	output Sum,
	output Cout
);
	wire Sum1, Cout1, Cout2;
	bit1_HA HA1(.A(A), .B(B), .Sum(Sum1), .Cout(Cout1));
	bit1_HA HA2(.A(Sum1), .B(Cin), .Sum(Sum), .Cout(Cout2));
	assign Cout = Cout1 | Cout2;
endmodule
module bit1_HA(
    input A, B,
    output Sum,
    output Cout
);
    assign Sum = A ^ B;
    assign Cout = A & B;
endmodule
`timescale 1ns / 1ps
module bit32_RCA(
    input [31:0] A, B,
    input Cin,
    output [39:0] Sum,
    output Cout
);
    wire Carry1, Carry2, Carry3, Carry4, Carry5, Carry6, Carry7;
    bit4_RCA RCA0(A[3:0], B[3:0], Cin, Sum[3:0], Carry1);
    bit4_RCA RCA1(A[7:4], B[7:4], Carry1, Sum[7:4], Carry2);
    bit4_RCA RCA2(A[11:8], B[11:8], Carry2, Sum[11:8], Carry3);
    bit4_RCA RCA3(A[15:12], B[15:12], Carry3, Sum[15:12], Carry4);
    bit4_RCA RCA4(A[19:16], B[19:16], Carry4, Sum[19:16], Carry5);
    bit4_RCA RCA5(A[23:20], B[23:20], Carry5, Sum[23:20], Carry6);
    bit4_RCA RCA6(A[27:24], B[27:24], Carry6, Sum[27:24], Carry7);
    bit4_RCA RCA7(A[31:28], B[31:28], Carry7, Sum[31:28], Cout);
    assign Sum[32] = Cout;   
    assign Sum[39:33] = 7'b000_0000;
endmodule
module bit4_RCA(
    input [3:0] A, B,
    input Cin,
    output [3:0] Sum,
    output Cout
);
    wire Carry1, Carry2, Carry3;
bit1_FA FA0(.A(A[0]), .B(B[0]), .Cin(Cin), .Sum(Sum[0]), .Cout(Carry1));
bit1_FA FA1(.A(A[1]), .B(B[1]), .Cin(Carry1), .Sum(Sum[1]), .Cout(Carry2));
bit1_FA FA2(.A(A[2]), .B(B[2]), .Cin(Carry2), .Sum(Sum[2]), .Cout(Carry3));
bit1_FA FA3(.A(A[3]), .B(B[3]), .Cin(Carry3), .Sum(Sum[3]), .Cout(Cout));
endmodule
```

## design/flow/run.sh

```bash
#!/bin/bash
# OpenROAD 26Q1-2900-gdf79404cd8, Yosys 0.63+post, stock flow scripts
make -C /OpenROAD-flow-scripts/flow DESIGN_CONFIG=/design/flow/config.mk WORK_HOME=/design/flow/orfs finish
```

==> job_summary.md <==
### Flow metrics

| Metric | Value |
|---|---|
| Status | completed |
| RSZ-0062 raised after global routing | no |
| Setup TNS | 0 ps |
| Hold buffer count at cts | 0 |
| Io pins | 106 |
| Power share of the combinational group | 100.0% |
| Critical-path top delay cell | clkdlybuf4s50_1 |
| Worst hold path type | input pin to output pin |
| Core Area | 0.006459 sq mm |
| Top-area cell share | 65.22% |
| Setup-failing EPs final | 0 |
| Crit Path Category | input pin to output pin |
| Fin util | 27.74% |
| Log Warnings | 32 |
| Synth warn | 0 |
| Worst EP required | 20000 ps |
| Clk pwr share | 0% |
| Die area | 0.01040 sq mm |
| Die width | 102 um |
| Iteration-0 DRC Markers | 6 |
| Slew Limit Fails | 0 |
| Leakage | 0.6969 nW |
| Vias in the first global route | 943 |
| Total vias in the final route | 755 |
| Synth area leader | fa_1 |
| Antenna-violating nets left | 0 |
| Flops | 0 |
| Global-route wire length before repair | 4926 um |
| DRC | 0 |
| Avg Cell Area, Syn | 11.83 sq um |
| Pwr dens | 24.08 mW/mm^2 |
| Switching part of the total | 26.16% |
| Initial antenna violation count | 0 |
| CP Max Fanout | 1 |
| Initial Utilization | 15.21% |
| Final hold violation count | 0 |
| Critical path capture point type | output pin |
| Antenna fix cells | 0 |
| Routability cong. | 0.7314 |
| Internal Power | 0.03186 mW |
| Yosys cell types | 4 |
| Most area-consuming cells after synthesis | fa_1 65%, buf_4 31%, inv_1 3.8% |
| Die Span Y | 102 um |
| GRT Overall Usage | 6.124% |
| Part of the power in registers | 0% |
| Yosys synthesis chip area | 982.2 sq um |
| Pin count of the biggest net entering global routing | 3 |
| Net Switching | 0.01129 mW |
| # resized after CTS | 0 |
| Area growth syn-to-layout | 82.42% |
| Max_cap viols | 0 |
| Layout clock buffers | 0 |
| Maximum VDD drop | 0.007863 mV |
| Synth Seq Share | 0% |
| Period utilization | 94.24% |
| Crit path top cell by count | fa_1 |
| Post-Route WL | 3322 um |
| Max frequency | 42.44 MHz |
| Pre-CTS WS | 1306 ps |
| Post-Syn Area | 982.2 sq um |
| Number of port buffers | 99 |
| DR pass1 iterations | 4 |
| Worst path max stage delay | 470 ps |
| Fill cell count | 675 |
| Post-CTS Setup Bufs | 0 |
| Final worst slack | 1439 ps |
| Wire per inst | 14.76 um |
| Cells in synth_stat.txt | 83 |
| Final min period | 23560 ps |
| PnR Total Power | 0.04314 mW |
| Layout cells sized above 1 | 0% |
| Register area | 0 sq um |
| Worst Path Arrival | 18560 ps |
| Row count | 29 |
| Vias per cell | 3.356 |
| Grt total ovfl | 0 |
| Hpwl dp | 3282 um |
| CP Launch Type | input pin |
| Synth Instances | 83 |
-- through the flow --
stage	hold slack [ps]	instances	cell area (sq um)
floorplan	10220	89	1005
finish	11040	225	1792
detailed placement	11050	225	1792
global placement	11060	225	1792
CTS	11050	225	1792
global route	11100	225	1792
-- power by group through the flow --
stage / combinational (mW) / clock, mW / sequential, mW
final: 0.0431 / 0 / 0
after CTS: 0.0448 / 0 / 0
after global routing: 0.0491 / 0 / 0
-- cell families (layout without fill, tap and decap cells) --
| family | count (synthesis) | count (layout) | synth area share [%] |
|---|---|---|---|
| buffers and inverters | 50 | 109 | 34.40 |
| other | 1 | 7 | 0.3818 |
| adder cells (fa/ha/maj) | 32 | 32 | 65.22 |
-- final timing paths --
path	startpoint	to	slack, ps	cells after the start
max	A[0]	Sum[31]	1440	38
min	Cin	Sum[0]	11040	5
-- critical path: cells and delay by family --
kind	cells	cell delay, ps
fa+ha+maj	32	12440
buf+inv	6	1120
-- cells in the mapped netlist --
master   n
buf_4   40
conb_1   1
fa_1    32
inv_1   10
-- layout make-up --
| cell class | count | area [sq um] | area share (%) |
|---|---|---|---|
| repair buffers | 99 | 991.0 | 55.31 |
| multi-input cells | 39 | 666.9 | 37.22 |
| well taps | 77 | 96.34 | 5.377 |
| inverters | 10 | 37.54 | 2.095 |
-- per-layer routing --
layer | vias to the layer above | track usage [%] | wire (um)
met1 | 336 | 6.989 | 1177
li1 | 321 | - | -
met3 | 0 | 5.930 | 971
met2 | 98 | 8.691 | 1173
met4 | 0 | 0 | 0
met5 | - | 0 | 0
-- cells in the final DEF (no fill, tap or decap) --
cell type | Yosys | final
clkdlybuf4s50_1 | 0 | 99
fa_1 | 32 | 32
inv_1 | 10 | 10
conb_1 | 1 | 7
Power is estimated from default activity; no workload was simulated.
